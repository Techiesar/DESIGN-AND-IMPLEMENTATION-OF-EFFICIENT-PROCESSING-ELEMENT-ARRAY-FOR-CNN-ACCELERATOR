==> design/flow/config.mk <==
export PLATFORM = sky130hd
export DESIGN_NAME = TopModule
export DESIGN_NICKNAME = TopModule
export VERILOG_FILES = /design/flow/design.v
export SDC_FILE = /design/flow/constraint.sdc
export NUM_CORES = 4
export LEC_CHECK = 1
export CORE_UTILIZATION = 30
export SYNTH_HDL_FRONTEND = slang
==> design/flow/constraint.sdc <==
current_design TopModule

set clk_period 11.2
set clk_io_pct 0.2

create_clock -name clk0 -period $clk_period [get_ports {clk}]

set non_clock_inputs [all_inputs -no_clocks]
set_input_delay [expr $clk_period * $clk_io_pct] -clock clk0 $non_clock_inputs
set_output_delay [expr $clk_period * $clk_io_pct] -clock clk0 [all_outputs]
==> design/flow/design.v <==
`timescale 1ns / 1ps
module alu (
    input clk,
    input [2:0] s,
    input [7:0] A,
    input [7:0] B,
    input cin,
    output reg [15:0] C
);
    wire [15:0] dadda_result;
    wire [7:0] sum_out;
    wire sum_cout;
    dadda_8 dadda_multiplier (.A(A), .B(B), .y(dadda_result));
    kb kb_adder (
        .a(A),
        .b(B),
        .cin(cin),
        .sum(sum_out),
        .cout(sum_cout)
    );
    always @(posedge clk) begin
        case (s)
            3'b000: C <= {8'b0, sum_cout, sum_out};
            3'b001: C <= dadda_result;
            3'b010: C <= {8'b0, A & B};
            3'b011: C <= {8'b0, A | B};
            3'b100: C <= {8'b0, ~A};
            3'b101: C <= {8'b0, ~B};
            default: C <= C;
        endcase
    end
endmodule
module re (
    input clk,
    input [1:0] cui,
    input [7:0] in1,
    input [7:0] filter,
    input [2:0] o,
    output reg [15:0] pe
);
    reg [7:0] alu_A, alu_B;
    wire [15:0] alu_result;
    always @(posedge clk) begin
        if (cui == 2'b00) begin
            alu_A <= in1;
            alu_B <= filter;
        end else if (cui == 2'b01) begin
            pe <= alu_result;
        end
    end
    alu alu_1 (
        .clk(clk),
        .s(o),
        .A(alu_A),
        .B(alu_B),
        .cin(1'b0),
        .C(alu_result)
    );
endmodule
module pe (
    input clk,
    input [2:0] a,
    input [1:0] r,
    input [7:0] in1,
    input [7:0] filter,
    output [15:0] pe_out
);
    wire [15:0] pe;
    re re_1 (
        .clk(clk),
        .cui(r),
        .in1(in1),
        .filter(filter),
        .o(a),
        .pe(pe)
    );
    assign pe_out = pe;
endmodule
module NoC (
    input clk,
    input [7:0] data_in [0:3],
    input [1:0] control [0:3],
    input [2:0] control2 [0:3],
    input [7:0] filter [0:3],
    output [15:0] data_out [0:3]
);
    genvar i;
    generate
        for (i = 0; i < 4; i = i + 1) begin : PE_INST
            pe pe_inst (
                .clk(clk),
                .a(control2[i]),
                .r(control[i]),
                .in1(data_in[i]),
                .filter(filter[i]),
                .pe_out(data_out[i])
            );
        end
    endgenerate
endmodule
module TopModule (
    input clk,
    input [7:0] global_data [0:3],
    input [1:0] global_control [0:3],
    input [2:0] global_control2 [0:3],
    input [7:0] global_filter [0:3],
    output [15:0] global_output [0:3]
);
    NoC noc_inst (
        .clk(clk),
        .data_in(global_data),
        .control(global_control),
        .control2(global_control2),
        .filter(global_filter),
        .data_out(global_output)
    );
endmodule
module dadda_8(A,B,y);
    input [7:0] A;
    input [7:0] B;
    output wire [15:0] y;
    wire  gen_pp [0:7][7:0];
    wire [0:5]s1,c1;
    wire [0:13]s2,c2;  
    wire [0:9]s3,c3;
    wire [0:11]s4,c4;
    wire [0:13]s5,c5;
genvar i;
genvar j;
for(i = 0; i<8; i=i+1)begin
   for(j = 0; j<8;j = j+1)begin
      assign gen_pp[i][j] = A[j]*B[i];
end
end
    HA h1(.a(gen_pp[6][0]),.b(gen_pp[5][1]),.Sum(s1[0]),.Cout(c1[0]));
    HA h2(.a(gen_pp[4][3]),.b(gen_pp[3][4]),.Sum(s1[2]),.Cout(c1[2]));
    HA h3(.a(gen_pp[4][4]),.b(gen_pp[3][5]),.Sum(s1[4]),.Cout(c1[4]));
    csa_dadda c11(.A(gen_pp[7][0]),.B(gen_pp[6][1]),.Cin(gen_pp[5][2]),.Y(s1[1]),.Cout(c1[1]));
    csa_dadda c12(.A(gen_pp[7][1]),.B(gen_pp[6][2]),.Cin(gen_pp[5][3]),.Y(s1[3]),.Cout(c1[3]));    
    csa_dadda c13(.A(gen_pp[7][2]),.B(gen_pp[6][3]),.Cin(gen_pp[5][4]),.Y(s1[5]),.Cout(c1[5]));
    HA h4(.a(gen_pp[4][0]),.b(gen_pp[3][1]),.Sum(s2[0]),.Cout(c2[0]));
    HA h5(.a(gen_pp[2][3]),.b(gen_pp[1][4]),.Sum(s2[2]),.Cout(c2[2]));
    csa_dadda c21(.A(gen_pp[5][0]),.B(gen_pp[4][1]),.Cin(gen_pp[3][2]),.Y(s2[1]),.Cout(c2[1]));
    csa_dadda c22(.A(s1[0]),.B(gen_pp[4][2]),.Cin(gen_pp[3][3]),.Y(s2[3]),.Cout(c2[3]));
    csa_dadda c23(.A(gen_pp[2][4]),.B(gen_pp[1][5]),.Cin(gen_pp[0][6]),.Y(s2[4]),.Cout(c2[4]));
    csa_dadda c24(.A(s1[1]),.B(s1[2]),.Cin(c1[0]),.Y(s2[5]),.Cout(c2[5]));
    csa_dadda c25(.A(gen_pp[2][5]),.B(gen_pp[1][6]),.Cin(gen_pp[0][7]),.Y(s2[6]),.Cout(c2[6]));
    csa_dadda c26(.A(s1[3]),.B(s1[4]),.Cin(c1[1]),.Y(s2[7]),.Cout(c2[7]));
    csa_dadda c27(.A(c1[2]),.B(gen_pp[2][6]),.Cin(gen_pp[1][7]),.Y(s2[8]),.Cout(c2[8]));
    csa_dadda c28(.A(s1[5]),.B(c1[3]),.Cin(c1[4]),.Y(s2[9]),.Cout(c2[9]));
    csa_dadda c29(.A(gen_pp[4][5]),.B(gen_pp[3][6]),.Cin(gen_pp[2][7]),.Y(s2[10]),.Cout(c2[10]));
    csa_dadda c210(.A(gen_pp[7][3]),.B(c1[5]),.Cin(gen_pp[6][4]),.Y(s2[11]),.Cout(c2[11]));
    csa_dadda c211(.A(gen_pp[5][5]),.B(gen_pp[4][6]),.Cin(gen_pp[3][7]),.Y(s2[12]),.Cout(c2[12]));
    csa_dadda c212(.A(gen_pp[7][4]),.B(gen_pp[6][5]),.Cin(gen_pp[5][6]),.Y(s2[13]),.Cout(c2[13]));
    HA h6(.a(gen_pp[3][0]),.b(gen_pp[2][1]),.Sum(s3[0]),.Cout(c3[0]));
    csa_dadda c31(.A(s2[0]),.B(gen_pp[2][2]),.Cin(gen_pp[1][3]),.Y(s3[1]),.Cout(c3[1]));
    csa_dadda c32(.A(s2[1]),.B(s2[2]),.Cin(c2[0]),.Y(s3[2]),.Cout(c3[2]));
    csa_dadda c33(.A(c2[1]),.B(c2[2]),.Cin(s2[3]),.Y(s3[3]),.Cout(c3[3]));
    csa_dadda c34(.A(c2[3]),.B(c2[4]),.Cin(s2[5]),.Y(s3[4]),.Cout(c3[4]));
    csa_dadda c35(.A(c2[5]),.B(c2[6]),.Cin(s2[7]),.Y(s3[5]),.Cout(c3[5]));
    csa_dadda c36(.A(c2[7]),.B(c2[8]),.Cin(s2[9]),.Y(s3[6]),.Cout(c3[6]));
    csa_dadda c37(.A(c2[9]),.B(c2[10]),.Cin(s2[11]),.Y(s3[7]),.Cout(c3[7]));
    csa_dadda c38(.A(c2[11]),.B(c2[12]),.Cin(s2[13]),.Y(s3[8]),.Cout(c3[8]));
    csa_dadda c39(.A(gen_pp[7][5]),.B(gen_pp[6][6]),.Cin(gen_pp[5][7]),.Y(s3[9]),.Cout(c3[9]));
    HA h7(.a(gen_pp[2][0]),.b(gen_pp[1][1]),.Sum(s4[0]),.Cout(c4[0]));
    csa_dadda c41(.A(s3[0]),.B(gen_pp[1][2]),.Cin(gen_pp[0][3]),.Y(s4[1]),.Cout(c4[1]));
    csa_dadda c42(.A(c3[0]),.B(s3[1]),.Cin(gen_pp[0][4]),.Y(s4[2]),.Cout(c4[2]));
    csa_dadda c43(.A(c3[1]),.B(s3[2]),.Cin(gen_pp[0][5]),.Y(s4[3]),.Cout(c4[3]));
    csa_dadda c44(.A(c3[2]),.B(s3[3]),.Cin(s2[4]),.Y(s4[4]),.Cout(c4[4]));
    csa_dadda c45(.A(c3[3]),.B(s3[4]),.Cin(s2[6]),.Y(s4[5]),.Cout(c4[5]));
    csa_dadda c46(.A(c3[4]),.B(s3[5]),.Cin(s2[8]),.Y(s4[6]),.Cout(c4[6]));
    csa_dadda c47(.A(c3[5]),.B(s3[6]),.Cin(s2[10]),.Y(s4[7]),.Cout(c4[7]));
    csa_dadda c48(.A(c3[6]),.B(s3[7]),.Cin(s2[12]),.Y(s4[8]),.Cout(c4[8]));
    csa_dadda c49(.A(c3[7]),.B(s3[8]),.Cin(gen_pp[4][7]),.Y(s4[9]),.Cout(c4[9]));
    csa_dadda c410(.A(c3[8]),.B(s3[9]),.Cin(c2[13]),.Y(s4[10]),.Cout(c4[10]));
    csa_dadda c411(.A(c3[9]),.B(gen_pp[7][6]),.Cin(gen_pp[6][7]),.Y(s4[11]),.Cout(c4[11]));
    HA h8(.a(gen_pp[1][0]),.b(gen_pp[0][1]),.Sum(y[1]),.Cout(c5[0]));
    csa_dadda c51(.A(s4[0]),.B(gen_pp[0][2]),.Cin(c5[0]),.Y(y[2]),.Cout(c5[1]));
    csa_dadda c52(.A(c4[0]),.B(s4[1]),.Cin(c5[1]),.Y(y[3]),.Cout(c5[2]));
    csa_dadda c54(.A(c4[1]),.B(s4[2]),.Cin(c5[2]),.Y(y[4]),.Cout(c5[3]));
    csa_dadda c55(.A(c4[2]),.B(s4[3]),.Cin(c5[3]),.Y(y[5]),.Cout(c5[4]));
    csa_dadda c56(.A(c4[3]),.B(s4[4]),.Cin(c5[4]),.Y(y[6]),.Cout(c5[5]));
    csa_dadda c57(.A(c4[4]),.B(s4[5]),.Cin(c5[5]),.Y(y[7]),.Cout(c5[6]));
    csa_dadda c58(.A(c4[5]),.B(s4[6]),.Cin(c5[6]),.Y(y[8]),.Cout(c5[7]));
    csa_dadda c59(.A(c4[6]),.B(s4[7]),.Cin(c5[7]),.Y(y[9]),.Cout(c5[8]));
    csa_dadda c510(.A(c4[7]),.B(s4[8]),.Cin(c5[8]),.Y(y[10]),.Cout(c5[9]));
    csa_dadda c511(.A(c4[8]),.B(s4[9]),.Cin(c5[9]),.Y(y[11]),.Cout(c5[10]));
    csa_dadda c512(.A(c4[9]),.B(s4[10]),.Cin(c5[10]),.Y(y[12]),.Cout(c5[11]));
    csa_dadda c513(.A(c4[10]),.B(s4[11]),.Cin(c5[11]),.Y(y[13]),.Cout(c5[12]));
    csa_dadda c514(.A(c4[11]),.B(gen_pp[7][7]),.Cin(c5[12]),.Y(y[14]),.Cout(c5[13]));
    assign y[0] =  gen_pp[0][0];
    assign y[15] = c5[13];
endmodule
module csa_dadda(A,B,Cin,Y,Cout);
input A,B,Cin;
output Y,Cout;
assign Y = A^B^Cin;
assign Cout = (A&B)|(A&Cin)|(B&Cin);
endmodule
module HA(a, b, Sum, Cout);
input a, b;  
output Sum, Cout;  
assign Sum = a ^ b;
assign Cout = a & b;
endmodule
module kb(
    input [7:0] a,
    input [7:0] b,
    input cin,
    output [7:0] sum,
    output cout
);
    wire [7:0] p, g, c;
    assign p = a ^ b;
    assign g = a & b;
    assign c[0] = cin;
    assign c[1] = g[0] | (p[0] & c[0]);
    assign c[2] = g[1] | (p[1] & c[1]);
    assign c[3] = g[2] | (p[2] & c[2]);
    assign c[4] = g[3] | (p[3] & c[3]);
    assign c[5] = g[4] | (p[4] & c[4]);
    assign c[6] = g[5] | (p[5] & c[5]);
    assign c[7] = g[6] | (p[6] & c[6]);
    assign cout = g[7] | (p[7] & c[7]);  
    assign sum = p ^ c;
endmodule
==> design/flow/run.sh <==
#!/bin/bash
# OpenROAD 26Q1-2900-gdf79404cd8, Yosys 0.63+post, stock flow scripts
make -C /OpenROAD-flow-scripts/flow DESIGN_CONFIG=/design/flow/config.mk WORK_HOME=/design/flow/orfs finish
==> metrics.yaml <==
largest_area_cell: "edfxtp_1"
lay_top_cells: "273 x inv_1, 223 x nor2_1, 220 x fa_1"
reg2reg_from: "noc_inst.PE_INST[0].pe_inst.re_1.alu_A[1]"
p_int_uw: 1681
critical_path.startpoint: "noc_inst.PE_INST[0].pe_inst.re_1.alu_A[1]"
avgSynthCellArea_um2: 11.18
clk_latency_ps: 480
vias: 10085
die_area_um2: 52720
ys_top_cells_by_area: "edfxtp_1 37%, fa_1 28%, ha_1 7.7%, inv_1 6.6%, nor2_1 5.4%"
die_h_um: 229.6
ys_sh_mux_pct: 0.9499
dr.pass1.iters: 4
cp-start-kind: "flip-flop"
ys_ff: 192
rsz0062_at_grt: "false"
synth_top_area_share_pct: 37.10
met1_usage_pct: 20.47
cts_resized: 0
warnings: 85
critPathKind: "reg -> reg"
p_sw_share_pct: 33.43
drive_gt1_share_pct: 4.449
synthArstFlopShare_pct: 0
synth-xor-area-share_pct: 0.05635
ios: 149
critPathArrivalTime_ps: 6970
coreArea_um2: 51200
finalWirelength_um: 33760
setup_viol: 0
grt_max_degree: 41
crit_path_end: "noc_inst.PE_INST[0].pe_inst.re_1.alu_1.C[14]"
numCtsBuffers: 17
power_frac_clock_pct: 24.8
fillers: 4947
layout.cells.most_common: "inv_1"
dp.cells: 2199
end_kind: "flip-flop"
design_area_um2: 18430
drc: 0
die_x_um: 229.6
relSlewSlack_pct: 46.27
antenna_found_initial: 0
grt_pass1_wl_um: 55680
synth-edff-count: 192
logic_family: "adder cells"
p_seq_share_pct: 37.3
crit_required_ps: 11540
grt_use_met2_pct: 21.75
ir_drop_v: 0.00009534
syn-cell-area_um2: 15540
postPlaceCellArea_um2: 17840
rr_worst_depth: 18
drtIter0Drc: 552
met3_usage_pct: 4.896
max_freq_ghz: 0.1509
grt_overflow_total: 0
tns_ps: 0
crit_fanout: 8
ys_seq_share_pct: 37.10
finalClockPeriodUsage_pct: 59.17
cts_tree: "done"
portBuffers: 148
cts_buffer_depth: 2
clkTransAtPathRegs_ps: 70
fp_util_pct: 30.36
vias_per_cell: 4.520
gp_congestion: 0.9328
cts_root_buffer: "clkbuf_16"
holdBufCountCts: 0
finish.utilization_pct: 36.00
combinationalPowerShare_pct: 37.9
r2r_setup_slack_ps: 4570
rr_endpoint: "noc_inst.PE_INST[0].pe_inst.re_1.alu_1.C[14]"
ys_sh_adder_pct: 36.07
hp-class: "reg -> reg"
compound_area_share_pct: 7.567
flop_cell: "edfxtp_1"
slew_viol_final: 0
p_sw_uw: 844.3
wire_per_inst_um: 15.13
antenna_left: 0
synthCells: 1390
ys_sh_simple_pct: 10.20
hpwlAfterDp_um: 27490
p_leak_uw: 0.007780
ys_cells: 1390
final_cell_count_no_fill: 2231
grt_pass1_vias: 10600
maxCapViolations: 0
clock_sinks: 192
power.total_uw: 2526
postCtsSetupRepairBufs: 0
fin_crit_ps: 6627
num_rows: 83
skew_ps: 7.581
ys_types: 65
power.density_nw_per_um2: 137.0
yosysWarnings: 0
worstMarginPinSlew_ps: 804.0
num_antenna_cells: 0
ys_area_um2: 15540
grt_usage_pct: 14.07
gr-max-usage-layer: "met2"
hold_violations: 0
cts_max_level: 4
area_delta_synth_final_pct: 18.59
outcome: "completed"
## power by group through the flow
stage | logic (uW) | clock network [uW] | registers, uW
finish | 958 | 626 | 942
global route | 1130 | 681 | 950
CTS | 985 | 655 | 943
## worst max-delay path, stage by stage (launching register included)
cell,delay (ps)
edfxtp_1,440
inv_1,270
nor2_1,90
ha_1,310
fa_1,570
fa_1,440
fa_1,430
fa_1,390
fa_1,410
fa_1,400
fa_1,390
fa_1,400
fa_1,400
fa_1,390
fa_1,370
inv_1,80
fa_1,170
fa_1,420
nor2_1,110
## per-stage QoR
step	hold slack, ps	worst slack, ps
after floorplan	400.3	4947
after global placement	401.6	4615
after detailed placement	404.5	4577
after CTS	418.6	4535
after global routing	422.5	4228
final	416.9	4573
## Yosys cell counts (4+ instances only)
cell type	n
o221a_2	4
nand2b_1	4
nand2_1	87
nor2_1	223
mux2i_1	8
a21oi_1	27
clkbuf_1	9
o211a_1	5
nand3_1	8
clkinv_1	12
ha_1	96
inv_1	273
buf_2	24
and3_1	18
o21a_1	4
o221ai_1	8
o211ai_1	5
nor3_1	7
o221a_1	4
fa_1	220
a31oi_1	8
o32ai_1	4
o21ai_1	5
o21ai_0	30
nor2b_1	19
edfxtp_1	192
o22ai_1	11
a211oi_1	16
## cell families after synthesis
kind of cell,Yosys count
and+or+nand+nor,378
xor gates and xnor gates,1
muxes,13
adders and majority gates,316
AOI/OAI and AO/OA,165
DFF,192
buffers and inverters,325
## routing by layer
layer	up-vias	routed length (um)
li1	4766	-
met1	5015	14650
met2	272	16040
met3	32	2476
met4	0	596
met5	-	0
## sequential cells by signal, indices dropped and copies added, names as in the netlist
signal / count
noc_inst.PE_INST.pe_inst.re_1.alu_1.C: 64
noc_inst.PE_INST.pe_inst.re_1.alu_B: 32
noc_inst.PE_INST.pe_inst.re_1.alu_A: 32
noc_inst.PE_INST.pe_inst.re_1.pe: 64
## worst min path at each step
stage,start,to,slack (ps),cells past startpoint
6_report,noc_inst.PE_INST[0].pe_inst.re_1.alu_1.C[14],noc_inst.PE_INST[0].pe_inst.re_1.pe[14],420,0
5_1_grt,noc_inst.PE_INST[0].pe_inst.re_1.alu_1.C[12],noc_inst.PE_INST[0].pe_inst.re_1.pe[12],420,0
4_1_cts,noc_inst.PE_INST[0].pe_inst.re_1.alu_1.C[14],noc_inst.PE_INST[0].pe_inst.re_1.pe[14],420,0
## cell type report
cell class                      instances  area [um^2]  area share [%]
Clock buffer                           20        436.7           2.369
Clock inverter                         12        155.1          0.8418
Inverter                              288         1081           5.865
Multi-Input combinational cell        873         8526           46.26
Sequential cell                       192         5766           31.28
Tap cell                              680        850.8           4.616
Timing Repair Buffer                  166         1617           8.771
Power and IR drop assume default switching activity.
